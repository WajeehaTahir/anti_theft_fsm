[design/flow/design.v]
`timescale 1ns / 1ps
module debouncer(input clk, input [4:0]btn, input reset, output [4:0]debounced_btn);
	wire hidden, brake, driver, passenger, reprogram;
	synchronize s1(.clk(clk), .in(btn[1]), .out(hidden));
	synchronize s2 (.clk(clk), .in(btn[3]), .out(brake));
	synchronize s3 (.clk(clk), .in(btn[2]), .out(driver));
	synchronize s4 (.clk(clk), .in(btn[4]), .out(passenger));
	synchronize s5 (.clk(clk), .in(btn[0]), .out(reprogram));
	debounce d1 (.clock_in(clk), .noisy_in(hidden), .clean_out(debounced_btn[1]), .reset_in(reset));
	debounce d2 (.clock_in(clk), .noisy_in(brake), .clean_out(debounced_btn[3]), .reset_in(reset));
	debounce d3 (.clock_in(clk), .noisy_in(driver), .clean_out(debounced_btn[2]), .reset_in(reset));
	debounce d4 (.clock_in(clk), .noisy_in(passenger), .clean_out(debounced_btn[4]), .reset_in(reset));
	debounce d5 (.clock_in(clk), .noisy_in(reprogram), .clean_out(debounced_btn[0]), .reset_in(reset));
endmodule
module synchronize 
#(parameter NSYNC = 3)   
(input clk,in, output reg out);
  reg [NSYNC-2:0] sync;
  always @ (posedge clk)
  begin
    {out,sync} <= {sync[NSYNC-2:0],in};
  end
endmodule
module debounce (input reset_in, clock_in, noisy_in,output reg clean_out);
   reg [19:0] count;
   reg new_input;
   always @(posedge clock_in)
     if (reset_in) begin 
        new_input <= noisy_in; 
        clean_out <= noisy_in; 
        count <= 0; end
     else if (noisy_in != new_input) begin new_input<=noisy_in; count <= 0; end
     else if (count == 1000000) clean_out <= new_input;
     else count <= count+1;
endmodule
module time_parameters(input [1:0]interval_signal, input reprogram, 
input [1:0]time_parameter_selector, input [3:0]time_value, 
output reg[3:0]delay);
reg [3:0] time_values [0:3];
initial begin
    time_values[0] = 4'd6;    
    time_values[1] = 4'd8;    
    time_values[2] = 4'd15;   
    time_values[3] = 4'd10;   
end
always @(interval_signal) begin
	delay = time_values[interval_signal];
end
always @(posedge reprogram) begin
	time_values[time_parameter_selector] = time_value;
end
endmodule
module timer(input clk, input start_timer, input [3:0]countdown_amount, input reset,
output reg expired_signal, output reg one_hz_enable, output reg [3:0]internal_counter);
reg [26:0]clk_counter = 0;
reg timer_on;
initial begin
	internal_counter = 4'b0000;
end
always @ (posedge clk) begin
	if (reset) begin
		internal_counter <= 0;
		clk_counter <= 0;
		timer_on <= 1;
	end
	if (start_timer) begin
		internal_counter <= countdown_amount;
		clk_counter <= 0;
		timer_on <= 1;
	end
	expired_signal <= 0;
	if (timer_on && internal_counter == 4'b0000) begin
		expired_signal <= 1;
		timer_on <= 0;
	end
	clk_counter <= clk_counter + 1'b1;
	one_hz_enable = 0;
	if (clk_counter == 5 - 1) begin
		clk_counter <= 0;
		one_hz_enable = 1;
		if (internal_counter != 4'b0000) begin
			internal_counter <= internal_counter - 4'b0001;
		end
	end
end
endmodule
module anti_theft_fsm(input clk, input [4:0]btn, input [3:0]time_value, 
input [1:0]time_parameter_selector, input ignition, input reset, output reg[1:0]led, output power, output [6:0]seg, output [3:0]an);
reg [2:0] state = 3'b000;  
wire one_hz_enable;
reg start_timer, timer_reset;
wire [3:0]countdown_amount, internal_counter;
timer t(.clk(clk), .start_timer(start_timer), .countdown_amount(countdown_amount), .reset(timer_reset), 
.expired_signal(expired_signal), .one_hz_enable(one_hz_enable), .internal_counter(internal_counter));
wire hidden, brake, driver, passenger, reprogram;
debouncer d(.clk(clk), .btn(btn), .reset(reset), .debounced_btn({passenger, brake, driver, hidden, reprogram}));
reg [1:0]countdown_type;
time_parameters tp(.interval_signal(countdown_type), .reprogram(reprogram), 
.time_parameter_selector(time_parameter_selector), .time_value(time_value),
.delay(countdown_amount));
seven_segment_display ssd(.clk(clk), .number({internal_counter, 1'b0, state}), .reset(reset), .anode(an), .seg(seg));
fuel_pump fp(.clk(clk), .ignition(ignition), .brake(brake), .hidden(hidden), .power(power));
initial begin
		led = 3'b000;
		start_timer = 0;
end
always @(posedge clk) begin
	start_timer <= 1'b0;
	timer_reset = 1'b0;
	if (reprogram || reset) begin
		timer_reset = 1'b1;
		state <= 3'b000;
	end
	if (state == 3'b000) begin	 
		if (one_hz_enable) begin
			led[0] = !led[0];
		end
		led[1] = 0;
		if (ignition) begin
			state <= 3'b100;
		end
		if (driver || passenger) begin 
			countdown_type = driver ? 2'd1:2'd2;
			start_timer <= 1'b1;
			state <= 3'b001;
		end
	end
	if (state == 3'b001) begin	 
		led[0] = 1;
		led[1] = 0;
		if (ignition) begin
			state <= 3'b100;
			timer_reset = 1'b1;
		end
		if (expired_signal && !ignition) begin
			state <= 3'b010;
		end
	end
	if (state == 3'b010) begin	 
		led[0] = 1;
		led[1] = 1;
		if (!driver && !passenger) begin
			start_timer <= 1'b1;
			countdown_type = 2'd3;
			state <= 3'b011;
		end
		if (ignition) begin 
			led[1] = 0;
			state <= 3'b100;
		end
	end
	if (state == 3'b011) begin	 
		if (expired_signal) begin
			led[1] = 0;
			state <= 3'b000;
		end
	end
	if (state == 3'b100) begin	 
		led[0] = 0;
		led[1] = 0;
		if (!ignition) begin
			state <= 3'b101;
		end
	end
	if (state == 3'b101) begin	 
		if (driver) begin
			state <= 3'b110;
		end
	end
	if (state == 3'b110) begin	 
		if (!driver) begin
			countdown_type = 2'd0;
			start_timer <= 1'b1;
			state <= 3'b111;
		end
	end
	if (state == 3'b111) begin	 
		if (driver) begin
			state <= 3'b110;
		end
		if (expired_signal) begin
			state <= 3'b000;
		end
	end
end
endmodule
module fuel_pump (input clk, input ignition, input brake, input hidden, output reg power);
reg [1:0]state = 2'b00;
always @ (posedge clk) begin
	if (state == 2'b00) begin
		power = 1'b0;
		if (ignition) begin
			state <= 2'b01;
		end
	end
	if (state == 2'b01) begin
		if (hidden && brake) begin
			state <= 2'b10;
		end
	end
	if (state == 2'b10) begin
		power = 1'b1;
		if (!ignition) begin
			state <= 2'b00;
		end
	end
end
endmodule
module seven_segment_display(input clk, input [7:0] number, input reset,
output reg [3:0] anode, output reg [6:0] seg);
reg [3:0] LED_BCD;
reg [19:0] refresh_counter;
wire [1:0] LED_activating_counter;
always @(posedge clk or posedge reset)
begin 
  if(reset==1)
		refresh_counter <= 0;
  else
		refresh_counter <= refresh_counter + 1;
end 
assign LED_activating_counter = refresh_counter[19:18];
always @(*)
begin
  case(LED_activating_counter)
  2'b00: begin
		anode = 4'b1110; 
		LED_BCD = number[3:0];
  end
  2'b10: begin
		anode = 4'b1101; 
		LED_BCD = number[7:4];
  end
  default: begin
		anode = 4'b1111; 
		LED_BCD = 4'b0000;
  end
  endcase
end
always @(*)
begin
  case(LED_BCD)
	  4'b0000: seg = 7'b1000000;  
	  4'b0001: seg = 7'b1111001;  
	  4'b0010: seg = 7'b0100100;  
	  4'b0011: seg = 7'b0110000;  
	  4'b0100: seg = 7'b0011001;  
	  4'b0101: seg = 7'b0010010;  
	  4'b0110: seg = 7'b0000010;  
	  4'b0111: seg = 7'b1111000;  
	  4'b1000: seg = 7'b0000000;  
	  4'b1001: seg = 7'b0010000;  
	  4'b1010: seg = 7'b0001000;  
	  4'b1011: seg = 7'b0000000;  
	  4'b1100: seg = 7'b1000110;  
	  4'b1101: seg = 7'b1000000;  
	  4'b1110: seg = 7'b0000110;  
	  4'b1111: seg = 7'b0001110;  
	  default: seg = 7'b1000000;  
  endcase
end
endmodule
[design/flow/config.mk]
export PLATFORM = sky130hd
export DESIGN_NAME = anti_theft_fsm
export DESIGN_NICKNAME = anti_theft_fsm
export VERILOG_FILES = /design/flow/design.v
export SDC_FILE = /design/flow/constraint.sdc
export NUM_CORES = 4
export LEC_CHECK = 1
export CORE_UTILIZATION = 40
[design/flow/run.sh]
#!/bin/bash
# OpenROAD 26Q1-2900-gdf79404cd8, Yosys 0.63+post, stock flow scripts
make -C /OpenROAD-flow-scripts/flow DESIGN_CONFIG=/design/flow/config.mk WORK_HOME=/design/flow/orfs finish
[design/flow/constraint.sdc]
current_design anti_theft_fsm

set clk_period 3.8
set clk_io_pct 0.2

create_clock -name clk0 -period $clk_period [get_ports {clk}]

set non_clock_inputs [all_inputs -no_clocks]
set_input_delay [expr $clk_period * $clk_io_pct] -clock clk0 $non_clock_inputs
set_output_delay [expr $clk_period * $clk_io_pct] -clock clk0 [all_outputs]
==> design notes <==
The tools report the beginning of the worst register-to-register path as d.d4.count[0]$_SDFFE_PP0N_. The registers of the reported paths see a clock transition of 70 ps. The run finished with clean final reports.

Buffers inserted to repair hold after CTS numbered 0. TritonCTS built the clock tree. For this configuration, the core starts out at a cell density of 41.3%.

The post-synth count of flops with an enable pin is 26. The global route stage reports its total congestion overflow as 0. Counting pins that exceed their max-slew limit in the final report gives 0. The CTS root buffer is sky130_fd_sc_hd__clkbuf_16.

The startpoint identified for the worst hold timing path is d.s4.sync[1]$_DFF_P_. In the hold timing report, the worst path depth is 0. In the post-route report, total wirelength is listed as 16800 um.

Leaving out filler cells and counting taps, the final layout contains 1342. The run gives 0.829 as the global placement routability congestion. Setup repair after global routing left no endpoint under its margin. The type of destination of the critical path is an output port. With the post-CTS setup-driven buffer insertion count at 0, the chip area line of the yosys report is 9480 sq um. For this run, the slowest stage of the critical path takes 710 ps.

Per the OpenROAD floorplan log, the area of the die is 24300 sq um. The worst setup path category was reg -> out. For the pin with the worst max-slew slack, the measured transition is 729 ps.

With the final number of hold-violating endpoints at 0, the die height is 156 um. The worst-case clock skew was 8.32 ps. The hold path endpoint is d.s4.out$_DFF_P_. The clock reaches the later pin of the worst-skew pair after 420 ps. STA on the placed design reports a worst setup slack of 660 ps. The tools report the kind of launch point of the worst setup path as a flip-flop. The endpoint identified for the worst register-to-register timing path is d.d4.clean_out$_DFFE_PP_.

From left edge to right edge, the die measures 156 um. Summing all placed instances gives a cell area of 10000 sq um. In the placement report, post-DP HPWL is listed as 11400 um. CTS built an H-tree with a depth of 4.

Once detail routing completed, the nets flagged for antenna violations numbered 0. The average wire per standard cell came out at 12.5 um. According to the floorplan report, the placeable core area is 22900 sq um. After layout, the minimum clock period comes to 3580 ps.

The global-route total usage across every layer was 14.9%. Per the Yosys statistics, synthesis produced 1000 cells. Looking at the critical path, the highest net fanout was 20.

With the post-route clock period utilization at 94.2%, the total instance count after detailed placement is 1310. The async set or reset register ratio after synthesis was 9.66%; the total power density per cell area was 464 nW/um^2. The report lists the number of standard-cell rows as 55. With the total clock buffers created by CTS at 17, the number of vias in the routed layout is 6809.

The flip-flop and latch count after synthesis works out to 207. The routed via count divided by cell count was 5.07. Per the synth stats, the flop cell with the highest instance count is sky130_fd_sc_hd__dfxtp_1.

Critical path launch point: state[0]$_DFF_P_. Listed in order, past its start point the critical path passes mux2i_1, or2_2, ha_1, mux4_2, clkdlybuf4s50_1. For this design the top-level I/O count stands at 28.

The timer found 16 register pins that no clock reaches; their paths are not timed. For the summed area of non-filler cells in the final layout, the log shows 10600 sq um. Yosys mapped the design onto 73 distinct sky130hd cell types. The proportion of layout cells with a drive suffix above 1 was 7.48%; the worst path arrival time was 2820 ps.

32 endpoints have no timing constraint. Entering global routing, the biggest net connects 22 pins. OpenROAD emitted warnings numbering 35.

The final setup violation count was 0. The antenna diode instance count was 0; the final worst-path setup slack was 220 ps. On the critical path, the stage with the largest delay is an instance of sky130_fd_sc_hd__dfxtp_1. The worst register-to-register path has a depth of 5. The number of gates resized after cts is 0, and the tally of buffers added on design ports is 25. The run gives 0 as the number of antenna violations at the first check in global routing.

The average instance in the mapped netlist occupies 9.48 sq um. For this block, the initial DRC count from the detailed router was 276. The mapped netlist covers 9480 sq um. The number of maximum-capacitance violations recorded for the run is 0. The achievable frequency was 279 MHz; the maximum VDD drop was 0.289 mV. For the wire length of the first global-routing pass, the log shows 29300 um. The sequential element share of the synthesized area is 47.5%.

The tools report the number of global-route vias before repair as 6234. The tools report the detailed-router iteration count before antenna repair as 6. The flow measured a signed area growth from synthesis to layout of 12.1%.

Setup total negative slack on the finished layout was measured at 0 ps. The logs give 1650 ps for the register-to-register setup slack and 8 for the Yosys warning count. Per the CTS log, the buffer count on the longest clock path is 2.

The slew check shows that the tightest pin keeps a relative margin of 51.3%. Note that the worst hold path type here is reg -> reg. Counting every instance in the synthesized netlist gives 1000. The data required time of the worst path is 3040 ps.

The tools report the number of remaining DRC errors as 0. The power report puts the leakage power at 3.69 nW.
[cell type report]
type | count | area (sq um)
clock buffers | 21 | 504
clock inverters | 11 | 108
fillers | 2118 | 12300
inverters | 48 | 180
multi-input cells | 712 | 4650
flip-flops and latches | 207 | 4500
well taps | 313 | 392
repair buffers | 30 | 288
[where the power goes]
part           internal [mW]  leakage, nW  switching, mW
combinational          0.428         1.56          0.355
clock                  0.986        0.299          0.818
sequential              2.16         1.83          0.176
total                   3.58         3.69           1.35
[synth_stat cells, drive strengths merged, types with 3 or more instances]
library cell | number | area (sq um)
dfxtp | 161 | 3220
nor2 | 93 | 349
nand3 | 68 | 345
nand2 | 67 | 251
xnor2 | 62 | 543
a21oi | 52 | 260
inv | 46 | 173
xor2 | 44 | 385
nor3 | 34 | 180
nand4 | 32 | 228
nor4 | 32 | 221
clkbuf | 27 | 101
o21ai | 27 | 135
edfxtp | 26 | 781
or3 | 21 | 131
dfrtp | 20 | 500
ha | 19 | 238
and4 | 14 | 124
or4 | 14 | 110
o31ai | 12 | 90.1
and3 | 10 | 62.6
or2 | 10 | 62.6
mux2i | 8 | 80.1
buf | 7 | 42.5
nor2b | 7 | 43.8
mux2 | 6 | 67.6
nand2b | 6 | 37.5
a211o | 5 | 43.8
mux4 | 5 | 113
nor3b | 5 | 37.5
and2 | 4 | 25.0
nor4bb | 4 | 40.0
or4b | 4 | 40.0
a211oi | 3 | 22.5
a21bo | 3 | 30.0
a41o | 3 | 30.0
nand3b | 3 | 22.5
nor4b | 3 | 26.3
or4bb | 3 | 33.8
[metrics by stage]
step                hold slack (ps)  utilization [%]  power (mW)
floorplan                       310                -        2.88
CTS                             328             46.4        4.99
global route                    331             46.4        5.20
detailed placement              312             43.7        3.17
global placement                311             43.7        3.17
finish                          328             46.4        4.93
[critical path: cells and delay by family (launching register included)]
family / cells / cell delay (ps)
buffers and inverters: 1 / 420
adders and majority gates: 1 / 310
muxes: 2 / 600
DFF: 1 / 710
and+or+nand+nor: 1 / 340
[cell families (layout without fill, tap and decap cells)]
| group | count (synthesis) | in the layout | share of synthesized area [%] |
|---|---|---|---|
| buffers and inverters | 82 | 110 | 3.42 |
| multiplexers | 19 | 19 | 2.75 |
| other | 1 | 2 | 0.0396 |
| adder cells (fa/ha/maj) | 19 | 19 | 2.51 |
| AND/OR/NAND/NOR | 440 | 440 | 25.6 |
| AND-OR/OR-AND | 126 | 126 | 8.35 |
| XOR/XNOR | 106 | 106 | 9.80 |
| flip-flops | 207 | 207 | 47.5 |
[state kept, by name, summed over array words and instances (netlist names), 3 cells and up]
name / count
t.clk_counter: 27
tp.time_values: 16
d.d3.count: 20
ssd.refresh_counter: 20
d.d4.count: 20
t.internal_counter: 4
d.d2.count: 20
state: 3
d.d5.count: 20
d.d1.count: 20
[cell usage in the layout (no fill, tap or decap), types with 27 or more instances in the layout]
cell type / instances
sky130_fd_sc_hd__xnor2_1: 62
sky130_fd_sc_hd__nand3_1: 67
sky130_fd_sc_hd__nor3_1: 32
sky130_fd_sc_hd__nand4_1: 29
sky130_fd_sc_hd__xor2_1: 44
sky130_fd_sc_hd__a21oi_1: 52
sky130_fd_sc_hd__nor2_1: 93
sky130_fd_sc_hd__nor4_1: 30
sky130_fd_sc_hd__dfxtp_1: 161
sky130_fd_sc_hd__inv_1: 46
sky130_fd_sc_hd__o21ai_0: 27
sky130_fd_sc_hd__nand2_1: 67
[metal layers]
metal  wire, um  vias to the layer above  global-route usage, %
met5          0                        -                      0
met4        141                        0                   1.35
met2       7260                       45                   22.3
met3        386                        8                   2.40
met1       9030                     3139                   24.4
li1           -                     3617                      -
[worst max path at each step]
stage / to / cells past startpoint
CTS: seg[3] / 5
global route: seg[3] / 5
finish: seg[3] / 5
Power and IR drop assume default switching activity.
